$ cat flow/run.sh
#!/bin/bash
# OpenROAD 26Q1-2900-gdf79404cd8, Yosys 0.63+post, stock flow scripts
make -C /OpenROAD-flow-scripts/flow DESIGN_CONFIG=/design/flow/config.mk WORK_HOME=/design/flow/orfs finish
$ cat flow/config.mk
export PLATFORM = sky130hd
export DESIGN_NAME = rx_uart
export DESIGN_NICKNAME = rx_uart
export VERILOG_FILES = /design/flow/design.v
export SDC_FILE = /design/flow/constraint.sdc
export NUM_CORES = 4
export LEC_CHECK = 1
export CORE_AREA = 10 10 108 108
export DIE_AREA = 0 0 118 118
$ cat flow/constraint.sdc
current_design rx_uart

set clk_period 2.7
set clk_io_pct 0.2

create_clock -name clk0 -period $clk_period [get_ports {i_clock}]

set non_clock_inputs [all_inputs -no_clocks]
set_input_delay [expr $clk_period * $clk_io_pct] -clock clk0 $non_clock_inputs
set_output_delay [expr $clk_period * $clk_io_pct] -clock clk0 [all_outputs]
$ cat flow/design.v
module rx_uart
#(
  parameter DATA_BITS = 8,
  parameter STOP_BITS = 1,
  parameter LEN_TICK_COUNTER =$clog2(16),
  parameter LEN_DATA_COUNTER = $clog2(DATA_BITS)
 )
 (
  input  i_clock,
  input  i_reset,
  input  i_tick,
  input  i_rx,
  output reg o_data_ready,
  output [DATA_BITS-1 : 0] o_data
 );
localparam NSTATE = 4;
localparam NTICK = 16;
localparam [3:0] IDLE  = 4'b0001;
localparam [3:0] START = 4'b0010;
localparam [3:0] DATA  = 4'b0100;
localparam [3:0] STOP  = 4'b1000;
localparam STOP_TICKS = STOP_BITS * 16;
reg [NSTATE-1 : 0] state;
reg [NSTATE-1 : 0] state_next;
reg [LEN_TICK_COUNTER-1 : 0] tick_reg;
reg [LEN_TICK_COUNTER-1 : 0] tick_next;
reg [DATA_BITS-1 : 0] data_reg;
reg [DATA_BITS-1 : 0] data;
reg [LEN_DATA_COUNTER-1 : 0] data_counter;
reg [LEN_DATA_COUNTER-1 : 0] data_counter_next;
assign o_data = data_reg;
always @ (posedge i_clock or posedge i_reset) begin
    if(i_reset)begin
        state <= IDLE;
        data_reg <= 0;
        data_counter <= 0;
        tick_reg <= 0;
    end
    else begin
        state <= state_next;
        tick_reg <= tick_next;
        data_counter <= data_counter_next;
        data_reg <= data;
    end
end
always @ * begin
    tick_next  = tick_reg;
    state_next = state;
    data_counter_next = data_counter;
    data = data_reg;
    o_data_ready = 1'b0;
    case(state)
        IDLE:begin
            if(~i_rx )begin
                state_next = START;
                tick_next = 0;
            end
        end    
        START: begin
            if(i_tick)begin
                if(tick_reg == 7)begin
                    state_next = DATA;
                    tick_next = 0;
                    data_counter_next = 0;
                end
                else
                    tick_next = tick_reg + 1;
            end
       end     
       DATA:
       begin
           if(i_tick)
           begin
               if(tick_reg == 15)
               begin
                   data ={i_rx,data[DATA_BITS-1:1]};
                   tick_next = 0;
                   if(data_counter == (DATA_BITS - 1))
                       state_next = STOP;
                   else 
                       data_counter_next = data_counter + 1;
               end
               else 
                   tick_next = tick_reg + 1;
           end
       end    
       STOP : 
       begin
           if(i_tick)
           begin
               if(tick_reg == STOP_TICKS - 1)
               begin
                   o_data_ready = 1'b1;
                   state_next = IDLE;
               end
               else 
                  tick_next = tick_reg + 1;
           end
       end
       default:
       begin
            state_next = IDLE;
            data_counter_next = 0;
            tick_next = 0;
            data = 0;
       end
    endcase
end
endmodule
==> changes_impl.md <==
### Physical design

* Combinational share of power at a little over a quarter
* Clock period minus final worst setup slack at 2.251 ns
* Kind of end point of the critical path: primary output
* Internal Dissipation at ~0.55 mW
* 1st-pass router iterations at 4
* Via count of the routed design at 767
* Power density of the placed cells at 622.6 mW/mm^2
* Cell total in the yosys stat output at between 90 and 100
* Inserted Clock Buffers at 3
* Remaining global-route overflow at 0
* Proportion of synthesized chip area in sequential cells at 47.74%
* Pre-CTS setup slack at 0.4463 ns
* Area enclosed by the die boundary at between 0.01 and 0.015 sq mm
* Synthesis-to-layout area growth at 31.45%
* Launch point of the critical path: i_tick
* Status: complete, no violations
* Std-Cell Core Area at 0.009284 sq mm
* Total of endpoints with negative setup slack in the final report at 0
* Final Slew Violations at 0
* Most common logic cells in the final layout: dfrtp_1 (18), clkdlybuf4s50_1 (12), nand2_1 (10)
* Synth area leader: dfrtp_1
* Filler cell count in the final layout at 1057
* Global-route wire length before repair at 3864 microns
* EDFF count, synth at 0
* Sw Ratio at 32.49%
* Share of final-layout standard cells stronger than drive strength 1 at 11.43%
* Area of all placed cells without fillers at 0.001313 sq mm
* Cell Count Post-Placement at 230
* Max capacitance violation total at 0
* Post-CTS Resized at 0
* Y dimension of the die at 118 microns
* Top FF cell, synth: dfrtp_1
* Crit path launch type: input pin
* Warning count from the yosys run at 1
* Switching power at ~0.27 mW
* Critical path cell sequence: clkdlybuf4s50_1 -> nand4_1 -> nor2_1 -> clkdlybuf4s50_1
* IO Pins at 13
* Antenna violation net count after detailed routing at 0
* Non-filler cells in the finished layout at 234
* Count of cells along the worst register-to-register path at 4
* Top Family by Delay on Critical Path: buffers and inverters
* Seq pwr share at 49.3%
* Most common cell after layout, fill and taps aside: dfrtp_1
* Routed via count divided by cell count at 3.278
* Number of sinks on the clock net at 19
* Final worst-path cycle share at 83.35%
* Max rail drop VDD at 0.2319 mV
* RSZ-0062 raised after global routing: false
* Largest fanout of any net on the critical path at 2
* Slowest stage cell on the critical path: clkdlybuf4s50_1
* Utilization after layout at 14.14%
* CTS root buffer: clkbuf_8
* DIE WIDTH at 118 microns
* Critical register-to-register path startpoint: state[2]
* Buffer-and-inverter tally for the worst setup path at 2
* Leakage at about 0.5 nW
* Clk ins delay skew pair at 0.25 ns
* Main area contributors: dfrtp_1 (45%), a22o_1 (7.0%), a32o_1 (5.0%), ha_1 (3.8%), nand2_1 (3.8%)
* Number of antenna diodes at 0
* FF-to-FF End: data_counter[0]
* Hpwl dp at between 1500 and 2000 microns
* Global placer's final weighted congestion at between 0.7 and 0.8
* Worst Skew at 0.008619 ns
* Unique cell type count in the Yosys netlist at 32
* Buffers on Ports at 12
* Placed standard-cell area at 0.001266 sq mm
* Via count of the first global-routing pass at roughly 740
* Setup TNS at 0 ns
* Post-cts hold buffer count at 0
* Post-synthesis average cell area at 10.85 sq um
* Count of standard-cell rows at 35
* Share of the core filled by cells before placement at between 10% and 20%
* Worst max-slew margin expressed relative to the limit at between 40% and 50%
* Final setup slack of the worst path at 0.4494 ns
* Antenna violations before repair at 0
* Max reg flops at 8
* Worst setup path end: o_data_ready
* Share of the synthesized area in the top cell type at 45.11%
* Avg WL per Cell at 9.432 microns
* Number of remaining DRC errors at 0
* Tightest Pin Transition at between 0.7 and 0.8 ns
* Minimum setup slack among reg-to-reg paths at 0.80 ns
* Start-to-end type of the worst setup path: in -> out
* Async SR Flop Fraction at 100.0%
* Overall track demand over capacity in global routing at under 10%
* Levels on crit path at 4
* Synthesized instance count at around 90
* Portion of total power attributed to the clock network at 23.5%
* Buffers from clock root to sink, at most at 2
* DRT iter0 DRCs at 55
* Wire length reported by the detailed router at 2207 microns
* Post-CTS setup-driven buffer insertion count at 0
* Highest Clock Rate at 0.4443 GHz
* Largest net degree at the start of global routing at 20
* Biggest cell delay along the critical path at 0.48 ns
* Tool Warnings at 25
* CP dominant cell by count: clkdlybuf4s50_1
* Syn Std Cell Area at 998.5 sq um
* Clock tree from TritonCTS: yes
* Clock H-tree levels at 1
* Worst endpoint data arrival time at 1.71 ns
* Class of the tightest hold or removal check: reg -> reg
* Worst path required time at 2.16 ns
* Endpoints failing hold at 0
* CTS clk-pin slew, worst paths at 0.07 ns
* #FFs+latches synth at 19
* Yosys chip area at 998.5 sq um
## Yosys cell counts, drive strengths merged (2+ instances only)
cell and number:
or3 2, nand4 2, nor2b 2, a21o 2, a32o 5, mux2 2, nor3 2, o21ai 6
ha 3, dfrtp 18, nor2 4, buf 4, o31ai 3, a22o 8, nand2 10, mux2i 2
inv 6, nand3 2
## cell families (layout without fill, tap and decap cells)
group / after synthesis / after routing / synth area share [%]
flops: 19 / 19 / 47.74
buf+inv: 11 / 24 / 5.137
simple gates: 25 / 25 / 13.66
fa+ha+maj: 3 / 3 / 3.760
mux: 4 / 4 / 5.013
compound gates: 30 / 30 / 24.69
## per-layer routing
layer / up-vias / global-route usage, % / wire (microns)
met1: 377 / 4.512 / 1033
met5: - / 0 / 0
met4: 0 / 0.4637 / 28
met3: 2 / 2.090 / 246
met2: 15 / 4.336 / 899
li1: 373 / - / -
## power by group through the flow
stage	Sequential [mW]	Combinational, mW	Clock, mW
final	0.403	0.222	0.192
after global routing	0.414	0.250	0.217
after CTS	0.402	0.225	0.201
## stage by stage
step	hold slack [ns]	power [mW]
CTS	0.5333	0.8283
global route	0.5488	0.8809
finish	0.5265	0.8172
global placement	0.5081	0.6202
floorplan	0.4661	0.5773
detailed placement	0.5170	0.6277
## layout make-up
class                           instances  area, sq um  area share, %
Sequential cell                        19        476.7          36.32
Multi-Input combinational cell         62        470.5          35.84
Tap cell                              129        161.4          12.30
Timing Repair Buffer                   14        135.1          10.30
Clock buffer                            3        41.29          3.146
Inverter                                6        22.52          1.716
Clock inverter                          1        5.005         0.3813
## how the worst min path moves through the flow
stage	end	startpoint	slack [ns]	cells past startpoint
after CTS	data_reg[5]	data_reg[5]	0.53	1
after global routing	data_reg[5]	data_reg[5]	0.55	1
final	tick_reg[1]	tick_reg[1]	0.53	1
Power figures rest on the tool's default switching activity, not on a simulated workload.
