**/design/flow/run.sh**
```bash
#!/bin/bash
# OpenROAD 26Q1-2900-gdf79404cd8, Yosys 0.63+post, stock flow scripts
make -C /OpenROAD-flow-scripts/flow DESIGN_CONFIG=/design/flow/config.mk WORK_HOME=/design/flow/orfs finish
```
**/design/flow/config.mk**
```make
export PLATFORM = sky130hd
export DESIGN_NAME = toplevel
export DESIGN_NICKNAME = toplevel
export VERILOG_FILES = /design/flow/design.v
export SDC_FILE = /design/flow/constraint.sdc
export NUM_CORES = 4
export LEC_CHECK = 1
export CORE_UTILIZATION = 30
```
**/design/flow/constraint.sdc**
```tcl
current_design toplevel

set clk_period 7.3
set clk_io_pct 0.2

create_clock -name clk0 -period $clk_period [get_ports {i_clk}]

set non_clock_inputs [all_inputs -no_clocks]
set_input_delay [expr $clk_period * $clk_io_pct] -clock clk0 $non_clock_inputs
set_output_delay [expr $clk_period * $clk_io_pct] -clock clk0 [all_outputs]
```
**/design/flow/design.v**
```verilog
`timescale 1ns / 1ps
module alu_mod#
    (
     parameter BUS_LEN = 8,
     parameter OPCODE_LEN = 6
    )(
        input signed    [BUS_LEN-1 : 0] i_ope1,
        input signed    [BUS_LEN-1 : 0] i_ope2,
        input signed [OPCODE_LEN-1 : 0] i_opcode,
        output reg    [BUS_LEN - 1 : 0] o_result
    );
	localparam ADD    = 6'b100000;
    localparam SUB    = 6'b100010;
    localparam AND    = 6'b100100;
    localparam OR     = 6'b100101;
    localparam XOR    = 6'b100110;
    localparam SRA    = 6'b000011;
    localparam SRL    = 6'b000010;
    localparam NOR    = 6'b100111;
	always @(*)
	begin
		case (i_opcode)
			ADD: o_result = i_ope1 + i_ope2;
			SUB: o_result = i_ope1 - i_ope2;
			AND: o_result = i_ope1 & i_ope2;
			OR:  o_result = i_ope1 | i_ope2;
			XOR: o_result = i_ope1 ^ i_ope2;
			SRA: o_result = i_ope1 >>> i_ope2;
			SRL: o_result = i_ope1 >> i_ope2;
			NOR: o_result = ~(i_ope1 | i_ope2);
			default: o_result = 0;
		endcase	
	end  
endmodule
module toplevel
#(
    parameter BUS_LEN = 8
)
(
                input   [ BUS_LEN - 1 : 0 ] i_sw,
                input                       i_btnC,                
                input                       i_btnL,                
                input                       i_btnR,                
                input                       i_btnU,                
                input                       i_clk,                 
                output  [ BUS_LEN - 1 : 0 ] o_led,
                output             [ 2 : 0 ] debug_led
);
    reg [ BUS_LEN - 1 : 0 ]           datoA;
    reg [ BUS_LEN - 1 : 0 ]           datoB;
    reg [ 6 - 1 : 0 ]           opcode;
    reg latchA;
    reg latchB;
    reg latchOP;  
    reg [2:0] in_saved;
    wire reset;
    wire saveA;
    wire saveB;
    wire saveOP;
    wire [ BUS_LEN - 1 : 0 ]           ope1;
    wire [ BUS_LEN - 1 : 0 ]           ope2;
    wire [ 6 - 1 : 0 ]           code;
    wire [ BUS_LEN - 1 : 0 ]           resultado;
    assign saveA  = (latchA == 0 &&  i_btnL == 1) ? 1'b1 : 1'b0;
    assign saveB  = (latchB == 0 &&  i_btnR == 1) ? 1'b1 : 1'b0;
    assign saveOP = (latchOP == 0 &&  i_btnC == 1) ? 1'b1 : 1'b0;
    assign reset = i_btnU;
    assign ope1 = datoA;
    assign ope2 = datoB;
    assign code = opcode;
    assign o_led = resultado;
    assign debug_led = in_saved;
    always @ (posedge i_clk or posedge reset) begin
        latchA  <= i_btnL;
        latchB  <= i_btnR;
        latchOP <= i_btnC;
        if(reset) begin
            latchA   <=              'd0;
            latchB   <=              'd0;
            latchOP  <=              'd0;
            in_saved <=           3'b000;
            datoA    <=  {BUS_LEN{1'b0}};
            datoB    <=  {BUS_LEN{1'b0}};
            opcode   <=  {6{1'b0}};
        end
        else if (saveA)begin
            datoA    <= i_sw;
            in_saved <=3'b001;
        end        
        else if (saveB) begin
            datoB    <= i_sw;
            in_saved <=3'b011;
        end            
        else if (saveOP) begin
             opcode   <= i_sw [6 - 1 : 0];
             in_saved <=3'b111;
        end             
        else begin
            datoA  <= datoA;
            datoB  <= datoB;
            opcode <= opcode;
        end
    end
alu_mod #(
            )
 u_alu (
        .i_opcode(code),
        .i_ope1(ope1),
        .i_ope2(ope2),
        .o_result(resultado)
        );         
endmodule                                            
```
==> notes.org <==
#+TITLE: Flow metrics

** Logic synthesis
- In the synthesized netlist, the number of instances is 283.
- Share of flip-flops with an asynchronous set or reset :: 1.00
- Mapped Avg Cell Area :: 8.97 µm²
- Number of distinct library cells after synthesis :: 41
- Mapped cell area :: 2540 µm²
- The synthesis report names the predominant flop master as dfrtp_1.
- Per Yosys stat, the portion of area used by sequential elements is 0.276.
- After synthesis, the design contains 283 cells according to Yosys.
- The Yosys step of the flow raised 2 warnings.
- Flop and latch count out of synthesis :: 28
- According to the Yosys statistics, the synthesized design has a chip area of 2540 µm².
- The synthesized design contains 0 enable-type register cells.

** Hold path
- Classification of the worst-slack hold path :: register to register

** Routing
- Per the detail_route report, routed wire per instance is 15.9 µm.
- Antenna repair during routing inserted a diode count of 0.
- For this run, the detailed router's first-pass iteration total came to 5.
- Average vias per placed instance :: 5.43
- The final route contains 2187 vias.
- In the per-layer summary, the met1 wirelength comes to 3160 µm.
- In the detailed route, the total length drawn on met2 is 2760 µm.
- Met3 routed WL :: 330 µm
- The violation tally recorded at the end of detailed-routing iteration 0 is 160.
- The highest metal layer carrying signal wires in the routed design is met4.
- TritonRoute reported its final design rule violation total as 0.
- Post-route ant nets :: 0
- Aggregate routed wire length :: 6420 µm

** Clock network
- Number of buffers created by CTS :: 3
- Post-CTS setup buffer count :: 0
- Count of clock tree sinks :: 28
- On the worst setup and hold paths after CTS, the clock-pin slew comes to 0.09 ns.
- Cells resized by post-CTS repair :: 0
- Looking at the clock tree report, the maximum root-to-sink buffer count equals 2.
- After clock tree synthesis, the flow added hold-fix buffers numbering 0.
- CTS tree :: done
- CTS H-Tree Depth :: 1
- Clock root buffer :: clkbuf_8
- Clock insertion delay at the later pin of the skew report :: 0.27 ns

** Global route
- Maximum number of pins on one net before global-route repair :: 29
- Total global routing overflow :: 0
- Via count of the first global-routing pass :: 2043
- Total Routing Usage GR :: 0.156
- The first global-routing pass estimated 10600 µm of wire.
- The initial antenna violation count was 0.

** Final timing
- Share of the cycle needed by the critical path after routing :: 0.737
- Time the worst path needs with I/O delays and setup :: 5.38 ns
- Final-report setup violation count :: 0
- The worst pin sits at a relative slew slack of 0.410.
- Static timing analysis puts the maximum clock frequency at 186 MHz.
- The worst path meets setup with 1.92 ns of slack.
- Looking at the max-slew report, the worst-margin pin has a slew of 0.886 ns.
- Number of max-slew violations in the final report :: 0
- Clock skew after layout :: 0.00250 ns
- RSZ-0062 raised after global routing :: no
- The final layout reports a setup TNS of 0 ns.
- Number of hold-slack violations in the final timing report :: 0

** Finish
- From synthesis to final layout, the design area changed by 15.3%.
- Core Util, Final :: 0.356
- Most frequent standard cell in the layout excluding fill and tap cells :: dfrtp_1
- Fraction of final layout cells sized beyond drive strength 1 :: 0.0940
- Counting the fill cells in the layout gives 832.
- Non-Filler Instances :: 403
- Leaving out fill and tap cells, the most frequent cells in the layout are 28 x dfrtp_1, 24 x ha_1, 23 x clkdlybuf4s50_1, 21 x nand2_1, 20 x o21ai_0.

** Floorplanning
- According to the floorplan report, the placeable core area is 8220 µm².
- The floorplan has 33 rows.
- Chip Height :: 94.0 µm
- Chip Footprint :: 8830 µm²
- The share of the core area taken by cells at floorplan is 0.309.
- In this run the count of I/O pins placed on the die edge is 24.
- The die is 94.0 µm wide.

** Place
- Port buffer count :: 23
- After legalization and detailed placement, the total HPWL measured 4930 µm.
- Number of instances in the placed design :: 399
- Placement-stage worst setup slack :: 2.25 ns
- Routability-driven placement finished with a final weighted congestion of 0.963.

** Critical path
- The data arrival time reported for the critical path is 3.92 ns.
- Of all nets on the critical path, the largest fanout is 25.
- CP startpoint kind :: register
- Worst EP required :: 5.84 ns
- Type of the worst setup path :: register to output pin
- Kind of end point of the critical path :: output pin

** Run
- Max-Cap Viols :: 0
- The logs give a warning total of 34.

** Power and ir drop
- Cell area power density :: 223 nW/µm²
- The leakage power in the latest report is 1.22 nW.
- Maximum vdd ir drop :: 0.000168 V

** Run status
- The flow ran to the end, and the final reports show no timing, DRC or antenna violations.
routing by layer:
metal  track usage  vias up
met4        0.0449        0
met2         0.226       74
met5             0        -
met1         0.249     1040
met3        0.0148       14
li1              -     1059
cells in the mapped netlist, types with 5 or more instances:
cell,number,area [µm²]
mux2_2,18,203
nor2_1,17,63.8
nor3_1,6,30.0
nand2b_1,5,31.3
o21ai_0,20,100
a221oi_1,6,52.6
o22ai_1,5,31.3
o21a_1,6,45.0
buf_2,6,30.0
nor2b_1,11,68.8
nand3_1,5,25.0
clkbuf_1,8,30.0
ha_1,24,300
xnor2_1,10,87.6
dfrtp_1,28,701
xor2_1,7,61.3
a21oi_1,7,35.0
a211oi_1,14,105
nand2_1,21,78.8
inv_1,17,63.8
mux2i_1,15,150
cell type report:
type | count | area, µm² | area share
multi-input cells | 223 | 1710 | 0.584
flip-flops and latches | 28 | 701 | 0.239
repair buffers | 25 | 245 | 0.0838
well taps | 105 | 131 | 0.0449
inverters | 18 | 67.6 | 0.0231
clock buffers | 3 | 41.3 | 0.0141
clock inverters | 1 | 30.0 | 0.0103
logic make-up (layout without fill, tap and decap cells):
group | Yosys count | count (layout) | synth area share
buffers and inverters | 32 | 47 | 0.0503
AND-OR/OR-AND | 72 | 72 | 0.189
flip-flops | 28 | 28 | 0.276
AND/OR/NAND/NOR | 75 | 75 | 0.152
adder cells (fa/ha/maj) | 25 | 25 | 0.126
multiplexers | 34 | 34 | 0.148
XOR/XNOR | 17 | 17 | 0.0586
where the power goes:
group / switching [mW] / internal (mW)
Clock: 0.0459 / 0.0734
Combinational: 0.146 / 0.148
Sequential: 0.0639 / 0.177
worst max-delay path, cell delays in order, from the launching register on:
cell	delay (ns)
dfrtp_1	0.93
nand2b_1	0.22
nor2_1	0.38
mux2_2	0.41
fa_1	0.44
nor2b_1	0.16
o21ai_0	0.09
a211oi_1	0.29
a211oi_1	0.09
o21ai_0	0.13
clkdlybuf4s50_1	0.52
worst paths after layout:
path                            cells past startpoint        start           to  slack [ns]
worst max-delay path                               10    opcode[1]     o_led[4]        1.92
worst min-delay path                                2  in_saved[0]  in_saved[0]        0.50
worst max register to register                      4       latchA     datoB[4]        5.70
worst min register to register                      2  in_saved[0]  in_saved[0]        0.50
max in group asynchronous                           3       i_btnU     datoA[1]        5.50
min in group asynchronous                           3       i_btnU       latchA        1.54
flip-flops by register name, indices dropped and copies added (netlist names):
| signal | cells |
|---|---|
| latchOP | 1 |
| datoB | 8 |
| opcode | 6 |
| datoA | 8 |
| latchB | 1 |
| in_saved | 3 |
| latchA | 1 |
metrics by stage:
stage	total power, mW	cell area, µm²	hold slack, ns
after global placement	0.532	2860	0.468
after detailed placement	0.531	2860	0.481
after floorplan	0.449	2540	0.418
after global routing	0.705	2930	0.514
final	0.654	2930	0.499
after CTS	0.654	2930	0.504
Power is estimated from default activity; no workload was simulated.
