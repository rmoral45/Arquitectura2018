`design/flow/run.sh`:
```
#!/bin/bash
# OpenROAD 26Q1-2900-gdf79404cd8, Yosys 0.63+post, stock flow scripts
make -C /OpenROAD-flow-scripts/flow DESIGN_CONFIG=/design/flow/config.mk WORK_HOME=/design/flow/orfs finish
```
`design/flow/config.mk`:
```
export PLATFORM = sky130hd
export DESIGN_NAME = tx_uart
export DESIGN_NICKNAME = tx_uart
export VERILOG_FILES = /design/flow/design.v
export SDC_FILE = /design/flow/constraint.sdc
export NUM_CORES = 4
export LEC_CHECK = 1
export CORE_AREA = 10 10 111 111
export DIE_AREA = 0 0 121 121
```
`design/flow/constraint.sdc`:
```
current_design tx_uart

set clk_period 3.5
set clk_io_pct 0.2

create_clock -name clk0 -period $clk_period [get_ports {i_clock}]

set non_clock_inputs [all_inputs -no_clocks]
set_input_delay [expr $clk_period * $clk_io_pct] -clock clk0 $non_clock_inputs
set_output_delay [expr $clk_period * $clk_io_pct] -clock clk0 [all_outputs]
```
`design/flow/design.v`:
```
module tx_uart #(
                parameter DATA_BITS = 8,
                parameter STOP_BITS = 1,
                parameter N_TICK = 16,
                parameter LEN_TICK_COUNTER = $clog2(N_TICK),
                parameter LEN_DATA_COUNTER = $clog2(DATA_BITS)
                )
                (
                input i_clock,
                input i_reset,
                input i_tick,
                input [DATA_BITS-1 : 0] i_data,
                input i_start,
                output o_data,
                output reg o_available_tx
                );
localparam [3:0] IDLE = 4'b0001;
localparam [3:0] START = 4'b0010;
localparam [3:0] SEND_DATA = 4'b0100;
localparam [3:0] STOP = 4'b1000;
localparam STOP_TICKS = STOP_BITS * N_TICK;
reg [DATA_BITS-1 : 0] data_reg;
reg [DATA_BITS-1 : 0] data_reg_next;
reg [LEN_TICK_COUNTER-1 : 0] tick_reg;
reg [LEN_TICK_COUNTER-1 : 0] tick_next;
reg [LEN_DATA_COUNTER-1 : 0] data_counter;
reg [LEN_DATA_COUNTER-1 : 0] data_counter_next;
reg [3 : 0] state_reg;
reg [3 : 0] state_next;
reg tx_reg,tx_next;
assign o_data = tx_reg;
always @(posedge i_clock or posedge i_reset)begin
    if(i_reset)
    begin
        tick_reg <= 0;
        data_counter <= 0;
        state_reg <= IDLE;
        data_reg <= 0;
        tx_reg <= 1'b1;
    end
    else
    begin
        tick_reg <= tick_next;
        data_counter <= data_counter_next;
        state_reg <= state_next;
        data_reg <= data_reg_next;
        tx_reg <= tx_next;
    end
end
always @ * begin
   state_next = state_reg;
   tick_next = tick_reg;
   data_reg_next = data_reg;
   data_counter_next = data_counter;
   o_available_tx = 0;
   tx_next = tx_reg;
   case (state_reg)
        IDLE:
        begin
        tx_next = 1'b1;
            if(i_start)
            begin
                state_next = START;
                tick_next = 0;
                data_reg_next = i_data;
            end
        end
        START:
        begin
            tx_next = 1'b0;
            if(i_tick)
            begin
                if(tick_reg == (N_TICK-1))
                begin
                    data_counter_next = 0;
                    state_next = SEND_DATA;
                    tick_next = 0;
                end
                else
                begin    
                    tick_next = tick_reg + 1;
                end
            end
        end
        SEND_DATA:
        begin
           tx_next = data_reg[0];
            if(i_tick) 
            begin
                if(tick_reg == (N_TICK - 1))
                begin
                    data_reg_next = data_reg >> 1;
                    tick_next = 0;
                    if(data_counter == (DATA_BITS - 1)) 
                    begin
                        state_next = STOP;
                    end
                    else
                    begin
                        data_counter_next = data_counter + 1;
                    end
                end
                else
                begin    
                    tick_next = tick_reg + 1; 
                end
            end
        end
        STOP:
        begin
            tx_next = 1'b1;
            if(i_tick) 
            begin   
                 if(tick_reg == STOP_TICKS - 1) 
                 begin
                   state_next = IDLE;
                   o_available_tx = 1'b1;
                 end
                 else
                 begin   
                    tick_next = tick_reg + 1;      
                 end
            end  
         end
        default:
        begin
            state_next = IDLE;
            tick_next = 0;
            data_counter_next = 0;
            data_reg_next = 0;
            tx_next = 1'b1;
        end
   endcase
end
endmodule
```
==> commit_impl_results.txt <==
Store results of the implementation flow

- The flow ran to the end, and the final reports show no timing, DRC or antenna violations.
* Clock period minus worst slack: 2.88 ns
- Measured along the x axis, the die boundary spans 121 um.
- Number of hold buffers added after cts: 0
- CP Cell Sequence: clkdlybuf4s50_1, nand4_4, nor2_1, clkdlybuf4s50_1
* Most repeated library cell on the critical path: sky130_fd_sc_hd__clkdlybuf4s50_1
- Ratio of cells with drive above 1 in the final layout: 0.157
* Post-synthesis share of cell area spent on full adders, half adders and majority gates: 0.0348
- Tightest slew margin relative to the limit: 0.505
* Total power of the final layout: 0.782 mW
- Layout fillers: 1,084
- DRC violations left: 0
* Clock tree from TritonCTS: yes
- Setup CP Type: input pin to primary output
* Area added between synthesis and finish: 30.2%
- The critical path contains buffers and inverters numbering 2 combined.
- Final instance count without filler cells: 241
- According to the Yosys statistics, the synthesized design has a chip area of 1080 sq um.
- Achievable Freq: 347 MHz
* Highest ir drop seen on vdd: 0.115 mV
- The chip occupies 14,600 sq um.
- Clock input transition at the sequential cells of the worst setup and hold paths: 0.07 ns
- # IOs: 14
- Max-area cell share: 0.418
- Across the routed clock network, the largest skew measured is 0.00473 ns.
- Endpoint class of the critical path: primary output
- First-pass GRT wire length: 4040 um
* Post-CTS repair timing setup buffer count: 0
- Total number of placement rows: 36
- Final antenna diode count: 0
* Highest-count logic cell in the final layout: sky130_fd_sc_hd__dfrtp_1
- Among the non-sequential cells, AND-OR/OR-AND gates take the most area.
* Setup violators final: 0
* Number of unique standard cell types used by synthesis: 28
- Pre-placement core utilization: 0.109
- The root buffer cell chosen for the clock tree is sky130_fd_sc_hd__clkbuf_8.
* Worst-Margin Slew: 0.742 ns
- HP Class: register to register
- Final Hold Violation Tally: 0
- Placed wire-length estimate: 1830 um
- Yosys stat counts 98 cells in the synthesized netlist.
- Entering global routing, the biggest net connects 24 pins.
- Wire length reported by the detailed router: 2440 um
- Height of the die: 121 um
- DRT Pass-1 Iters: 2
- Biggest area cells: sky130_fd_sc_hd__dfrtp_1, sky130_fd_sc_hd__mux2_2, sky130_fd_sc_hd__a22o_1
* Wire length per cell: 10.1 um
* Simple Share, Synth: 0.131
- The worst setup path is launched from an input pin.
- Vias after detailed routing: 787
- Once the clock tree was built, the resizer swapped 0 gates to a different size.
- Count of library flops with an enable pin: 0
- Initial drt markers: 10
- Number of global-route vias before repair: 817
* Primary flip-flop cell chosen by synthesis mapping: sky130_fd_sc_hd__dfrtp_1
* Core area: 9860 sq um
- Tally of OpenROAD warnings: 25
- Of the synthesized area, sequential elements account for 0.467.
* Unrepaired setup endpoints after global routing: no
* Pwr Density: 557 nW/um^2
- Post-route period utilization is reported as 0.822.
- For this design, the sink count on the clock tree is 20.
- Total gr overflow: 0
- Worst slack on hold paths: 0.496 ns
- Cell type contributing the most total cell area after synthesis: sky130_fd_sc_hd__dfrtp_1
- The leakage power in the latest report is 0.550 nW.
- Cell with the biggest individual delay on the critical path: sky130_fd_sc_hd__clkdlybuf4s50_1
- Synth mux share: 0.0836
- Weighted congestion reported at the end of routability-driven placement: 0.759
- Of the total synthesized cell area, the portion taken by XOR and XNOR cells is 0.
* Largest fanout on the critical path: 9
- Per the synth stats, the proportion of register bits with asynchronous set or reset is 1.00.
- FF+latch count, synth: 20
- Across the whole layout, storage elements account for 503 sq um.
- Per the cell usage report, the commonest logic cells after layout are sky130_fd_sc_hd__dfrtp_1, sky130_fd_sc_hd__clkdlybuf4s50_1, sky130_fd_sc_hd__a22o_1, sky130_fd_sc_hd__nand3_1, sky130_fd_sc_hd__mux2_2.
- Largest register FFs: 8
- Broken down by cell family, the worst path's largest delay share belongs to buffers and inverters.
- Cell count after synthesis: 98
- Total of max-cap violations: 0
- Antenna violations before repair: 0
- Number of max-slew violations in the final report: 0
* Mapped Area: 1080 sq um
* Number of antenna-violating nets in the routed design: 0
* WP data arrival: 2.18 ns
- The required time at the worst endpoint is listed as 2.80 ns.
- Summed over all failing endpoints, the final setup total negative slack is 0 ns.
- The layout report lists the multi-input gate area as 518 sq um.
* Maximum single-stage delay on the critical path: 0.64 ns
* Overall routing resource usage: 0.0330
- In this run, CTS created clock tree buffers numbering 3.
* Yosys warning count: 1
* H-tree lvl count: 1
* Final Core Density: 0.142
- The clock passes through at most 2 buffers.
* Port bufs: 13
- For reference, the post-synthesis area per instance comes to 11.0 sq um.
- Of the total synthesized cell area, the portion taken by AND-OR and OR-AND cells is 0.231.
- Placed cell count: 237
- At the later pin of the worst-skew pair, clock insertion delay measures 0.26 ns.
- Dividing the detail-routed via count by the number of cells gives 3.27.
[synthesized netlist by cell type (2+ instances only)]
cell type	instances
sky130_fd_sc_hd__nand3_1	8
sky130_fd_sc_hd__clkbuf_1	5
sky130_fd_sc_hd__o221ai_1	5
sky130_fd_sc_hd__dfrtp_1	18
sky130_fd_sc_hd__ha_1	3
sky130_fd_sc_hd__a211o_1	2
sky130_fd_sc_hd__buf_2	3
sky130_fd_sc_hd__and4_1	2
sky130_fd_sc_hd__nand2_1	6
sky130_fd_sc_hd__inv_1	6
sky130_fd_sc_hd__mux2_2	8
sky130_fd_sc_hd__nor2b_1	2
sky130_fd_sc_hd__o21ai_0	3
sky130_fd_sc_hd__dfstp_2	2
sky130_fd_sc_hd__nand2b_1	2
sky130_fd_sc_hd__a21oi_1	2
sky130_fd_sc_hd__a22o_1	10
[power breakdown]
part           switching, mW  internal, mW  total, mW
combinational          0.101         0.130      0.231
sequential            0.0959         0.278      0.374
clock                 0.0759         0.100      0.176
total                  0.273         0.509      0.782
[worst reg2reg max path: stages (launching register included)]
cell	delay [ns]
sky130_fd_sc_hd__dfrtp_1	0.38
sky130_fd_sc_hd__ha_1	0.34
sky130_fd_sc_hd__nand4_4	0.23
sky130_fd_sc_hd__a2111oi_4	0.73
sky130_fd_sc_hd__mux2_2	0.41
[layer usage]
metal  GRT usage  up-vias  routed length, um
met5           0        -                  0
met4      0.0106        0                 68
met3     0.00283        4                 37
met2      0.0578        9               1200
met1      0.0418      383               1130
li1            -      391                  -
[final timing paths]
| path | from | endpoint | slack (ns) | cells after the start |
|---|---|---|---|---|
| max reg2reg | tick_reg[0] | data_reg[2] | 1.29 | 4 |
| max in group asynchronous | i_reset | tx_reg | 2.46 | 3 |
| max | i_tick | o_available_tx | 0.62 | 4 |
| min reg2reg | data_reg[0] | tx_reg | 0.50 | 2 |
| min | data_reg[0] | tx_reg | 0.50 | 2 |
| min in group asynchronous | i_reset | data_counter[0] | 0.77 | 3 |
[layout make-up]
| class | count | share of cell area |
|---|---|---|
| multi-input cells | 64 | 0.369 |
| clock buffers | 4 | 0.0393 |
| well taps | 133 | 0.119 |
| flip-flops and latches | 20 | 0.359 |
| repair buffers | 14 | 0.0981 |
| inverters | 6 | 0.0161 |
[stage by stage]
| step | setup WS, ns | instance area, sq um |
|---|---|---|
| 6_report | 0.622 | 1400 |
| 2_1_floorplan | 1.40 | 1080 |
| 5_1_grt | 0.530 | 1400 |
| 3_5_place_dp | 0.619 | 1350 |
| 3_3_place_gp | 0.627 | 1350 |
| 4_1_cts | 0.618 | 1400 |
[kinds of logic (layout without fill, tap and decap cells)]
group | after synthesis | in the layout
AND-OR/OR-AND | 29 | 29
AND/OR/NAND/NOR | 24 | 24
flip-flops | 20 | 20
buffers and inverters | 14 | 24
multiplexers | 8 | 8
adder cells (fa/ha/maj) | 3 | 3
Power is estimated from default activity; no workload was simulated.
